==> design.v <==
module CORE(
  clk,
  rst_n,
  in_valid,
  in_mode,
  in_data_1,
  in_data_2,
  out_valid,
  out_data
);
input               clk;
input               rst_n;
input               in_valid;
input               in_mode; 
input       [9:0]   in_data_1;
input       [2:0]   in_data_2;
output reg          out_valid;
output reg  [19:0]  out_data;
wire        [19:0]  out_div;
wire        [19:0]  out_root;
wire                out_valid_div;
wire                out_valid_root;
Division div(
    .clk         (clk),
    .rst_n       (rst_n),
    .in_valid    (in_valid),
    .in_data_1   (in_data_1),
    .in_data_2   (in_data_2),
    .out_valid   (out_valid_div),
    .out_data    (out_div)
);
Root rt(
    .clk         (clk),
    .rst_n       (rst_n),
    .in_valid    (in_valid),
    .in_data_1   (in_data_1),
    .in_data_2   (in_data_2),
    .out_valid   (out_valid_root),
    .out_data    (out_root)
);
always @(posedge clk) begin
    if (!rst_n) begin
        out_valid <= 1'b0;
    end
    else if (out_valid_div && !in_mode) begin
        out_valid <= out_valid_div;
    end
    else if(out_valid_root && in_mode) begin
        out_valid <= out_valid_root;
    end
    else begin
        out_valid <= 1'b0;
    end
end
always @(posedge clk) begin
    if (!rst_n) begin
        out_data <= 'd0;        
    end
    else if (out_valid_div && !in_mode) begin
        out_data <= out_div;
    end
    else if(out_valid_root && in_mode) begin
        out_data <= out_root;
    end
end
endmodule 
module Division(
    clk,
    rst_n,
    in_valid,
    in_data_1,
    in_data_2,
    out_valid,
    out_data
);
parameter	ST_INIT		= 'd0;
parameter	ST_STORE	= 'd1;
parameter	ST_DIVIDE 	= 'd2;
parameter	ST_OUTPUT 	= 'd3;
parameter	BASE = 20'h80000;  
input				clk;
input				rst_n;
input				in_valid;
input		[9:0]	in_data_1;
input		[2:0]	in_data_2;
output reg			out_valid;
output reg	[19:0]	out_data;
reg			[1:0]	current_state;
reg			[1:0]	next_state;
reg			[21:0]	dividend;
always @(posedge clk) begin
	if (!rst_n) begin
		dividend <= 'd0;		
	end
	else if (current_state == ST_STORE) begin
		dividend <= {1'b0, in_data_1, {10'b0}};
	end
	else if (current_state == ST_INIT) begin
		dividend <= 'd0;
	end
end
reg			[19:0]	current_base;
always @(posedge clk) begin
	if (!rst_n) begin
		current_base <= BASE;
	end
	else if (current_state == ST_DIVIDE) begin
		current_base <= current_base >> 1'b1;
	end
	else if (current_state == ST_INIT) begin
		current_base <= BASE;
	end
end
wire		[21:0]	guess_result = (out_data | current_base) * in_data_2;
always @(posedge clk) begin
	if (!rst_n) begin
		out_data <= 'd0;		
	end
	else if(current_state==ST_DIVIDE && (guess_result<dividend || guess_result==dividend) ) begin  
			out_data <= out_data | current_base;
	end
	else if (current_state == ST_INIT) begin
		out_data <= 'd0;
	end
end
reg					terminate_flag;
always @(posedge clk) begin
	if (!rst_n) begin
		terminate_flag <= 1'b0;
	end
	else if ( current_state==ST_DIVIDE && (current_base=='d0 || guess_result == dividend)  ) begin 
		terminate_flag <= 1'b1;
	end
	else if (current_state == ST_INIT) begin
		terminate_flag <= 1'b0;
	end
end
always @(posedge clk) begin
	if (!rst_n) begin
		out_valid <= 1'b0;
	end
	else if (current_state == ST_OUTPUT) begin
		out_valid <= 1'b1;
	end
	else if (current_state == ST_INIT) begin 
		out_valid <= 1'b0;
	end
end
always @(posedge clk) begin
	if (!rst_n) begin
		current_state <= ST_INIT;
	end
	else begin
		current_state <= next_state;
	end
end
always @(*) begin
	if (!rst_n) begin
		next_state = 'd0;
	end
	else begin
		case(current_state)
			ST_INIT: begin
				if(in_valid) begin
					next_state = ST_STORE;
				end
				else begin
					next_state = ST_INIT;
				end
			end
			ST_STORE: begin
				if(!in_valid) begin
					next_state = ST_DIVIDE;
				end
				else begin
					next_state = ST_STORE; 
				end
			end
			ST_DIVIDE: begin
				if (terminate_flag) begin
					next_state = ST_OUTPUT;
				end
				else begin
					next_state = ST_DIVIDE;
				end
			end
			ST_OUTPUT: begin
				if (out_valid) begin
					next_state = ST_INIT;
				end
				else begin
					next_state = ST_OUTPUT;
				end
			end
		endcase	
	end
end
endmodule
module Root(
    clk,
    rst_n,
    in_valid,
    in_data_1,
    in_data_2,
    out_valid,
    out_data
);
parameter	ST_IDLE		= 'd0;
parameter	ST_COMPARE	= 'd1; 
parameter	ST_POW		= 'd2;
parameter	ST_OUTPUT 	= 'd3;
parameter	BASE = 20'h04000;  
input				clk;
input				rst_n;
input				in_valid;
input		[9:0]	in_data_1;
input		[2:0]	in_data_2;
output reg			out_valid;
output reg	[19:0]	out_data;
reg			[1:0]	current_state;
reg			[1:0]	next_state;
reg			[19:0]	current_base;
wire		[19:0]	extended_in = {in_data_1, {10'b0}}; 
reg		[2:0]	pow_count; 
always @(posedge clk) begin
	if (!rst_n) begin
		pow_count <= 'd0;		
	end
	else if (current_state == ST_POW) begin
		pow_count <= pow_count + 1'b1;
	end
	else begin
		pow_count <= 'd0;
	end
end
reg		[19:0]	current_guess;
reg		[19:0]	pow_result;
wire 	[39:0] 	extended_pow = pow_result * (current_guess); 
always @(posedge clk) begin
	if (!rst_n) begin
		pow_result <= 'd0;	 
	end
	else if (current_state==ST_POW && extended_pow>{ {10'b0}, extended_in, {10'b0} } && pow_count<(in_data_2-1)) begin
		pow_result <= 20'hfffff;
	end
	else if (current_state==ST_POW && pow_count<(in_data_2-1)) begin
		pow_result <= extended_pow >> 'd10;
	end
	else if (current_state==ST_COMPARE && pow_result<extended_in) begin
		pow_result <= current_guess | current_base;
	end
	else if (current_state==ST_COMPARE) begin
		pow_result <= out_data | current_base;
	end
end
reg			  compute_done;
always @(posedge clk) begin
	if (!rst_n) begin
		compute_done <= 1'b0;		
	end
	else if (current_state==ST_POW && ((pow_count + 1)==in_data_2 || extended_pow>{ {10'b0}, extended_in, {10'b0} }) ) begin
		compute_done <= 1'b1;
	end
	else begin
		compute_done <= 1'b0;
	end
end
always @(posedge clk) begin
	if (!rst_n) begin
		out_data <= 'd0;		
	end
	else if (current_state==ST_COMPARE && in_data_2=='d1) begin
		out_data <= extended_in;
	end
	else if (current_state==ST_COMPARE && (pow_result<extended_in || pow_result==extended_in) ) begin
		out_data <= current_guess;
	end
	else if (current_state == ST_IDLE) begin
		out_data <= 'd0;
	end
end
always @(posedge clk) begin
	if (!rst_n) begin
		current_guess <= 'd0;
	end
	else if (current_state==ST_COMPARE && pow_result<extended_in) begin
		current_guess <= current_guess | current_base;
	end
	else if (current_state==ST_COMPARE) begin
		current_guess <= out_data | current_base;
	end
	else if (current_state == ST_IDLE) begin
		current_guess <= 'd0;
	end
end
always @(posedge clk) begin
	if (!rst_n) begin
		current_base <= 'h04000;
	end
	else if (current_state == ST_COMPARE) begin
		current_base <= current_base >> 1;
	end
	else if (current_state == ST_OUTPUT) begin
		current_base <= 'hFFFFF; 
	end
	else if (current_state == ST_IDLE) begin
		current_base <= 'h04000;
	end
end
reg					terminate_flag;
always @(posedge clk) begin
	if (!rst_n) begin
		terminate_flag <= 1'b0;
	end
	else if (current_state==ST_COMPARE && (current_base==20'd0 || pow_result==extended_in || in_data_2==3'd1) ) begin 
		terminate_flag <= 1'b1;
	end
	else if (current_state == ST_IDLE) begin
		terminate_flag <= 1'b0;
	end
end
always @(posedge clk) begin
	if (!rst_n) begin
		out_valid <= 1'b0;
	end
	else if (current_state == ST_OUTPUT) begin
		out_valid <= 1'b1;
	end
	else begin
		out_valid <= 1'b0;
	end
end
always @(posedge clk) begin
	if (!rst_n) begin
		current_state <= ST_IDLE;
	end
	else begin
		current_state <= next_state;
	end
end
always @(*) begin
	if (!rst_n) begin
		next_state = 'd0;
	end
	else begin
		case(current_state)
			ST_IDLE: begin
				if(in_valid) begin
					next_state = ST_COMPARE;
				end
				else begin
					next_state = ST_IDLE;
				end
			end
			ST_COMPARE: begin
				if (terminate_flag) begin
					next_state = ST_OUTPUT;
				end
				else begin
					next_state = ST_POW;
				end
			end
			ST_POW: begin
				if (compute_done) begin
					next_state = ST_COMPARE;
				end
				else begin
					next_state = ST_POW;
				end
			end
			ST_OUTPUT: begin
				if (out_valid) begin
					next_state = ST_IDLE;
				end
				else begin
					next_state = ST_OUTPUT;
				end
			end
			default: next_state = ST_IDLE;
		endcase	
	end
end
endmodule
==> run.sh <==
#!/bin/bash
# OpenROAD 26Q1-2900-gdf79404cd8, Yosys 0.63+post, stock flow scripts
make -C /OpenROAD-flow-scripts/flow DESIGN_CONFIG=/design/flow/config.mk WORK_HOME=/design/flow/orfs finish
==> config.mk <==
export PLATFORM = sky130hd
export DESIGN_NAME = CORE
export DESIGN_NICKNAME = CORE
export VERILOG_FILES = /design/flow/design.v
export SDC_FILE = /design/flow/constraint.sdc
export NUM_CORES = 4
export LEC_CHECK = 1
export CORE_UTILIZATION = 50
==> constraint.sdc <==
current_design CORE

set clk_period 13.2
set clk_io_pct 0.2

create_clock -name clk0 -period $clk_period [get_ports {clk}]

set non_clock_inputs [all_inputs -no_clocks]
set_input_delay [expr $clk_period * $clk_io_pct] -clock clk0 $non_clock_inputs
set_output_delay [expr $clk_period * $clk_io_pct] -clock clk0 [all_outputs]
==> deck_impl_summary.md <==
Run Summary

Outcome
  • Status: finished, final reports clean

Clock network
  • Post-CTS repair timing setup buffer count: 0
  • Insertion Delay late pin: 0.43 ns
  • CTS resizes: 0
  • H-Tree Depth: 4
  • Clock transition at path regs: 0.06 ns
  • Root buf cell: clkbuf_16
  • TritonCTS Buffers: 17
  • Clock tree buffer depth: 2
  • Total clock sinks: 167
  • Post-CTS Hold Fix Bufs: 0
  • CTS tree: done

Drt
  • WL/cell: 19.5 um
  • N_diodes: 0
  • Via/cell ratio: 5.64
  • Iter 0 DRT Violations: 1065
  • Initial DRT Pass Iterations: 5
  • Residual DRC: 0
  • ANT nets after route: 0
  • Routed vias: 19.3k
  • Drt total wl: 66600 um

Floorplan
  • Core Util at FP: 50.8%
  • Chip width: 219 um
  • CORE AREA: 46600 sq um
  • Chip Area: 48200 sq um
  • Std-Cell Rows: 79
  • Boundary Pins: 38
  • Die Ht: 219 um

Logic synthesis
  • Synth Area in Adders: 39.7%
  • Area leader share: 28.7%
  • Post-synth mux share: 1.02%
  • Synth Seq Share: 14.1%
  • Synth top area cells: fa_1 29%, dfxtp_1 14%, ha_1 11%
  • Dominant comb cell: adder cells
  • Number of enable flip-flop cells: 0
  • Synth unique cells: 82
  • Mapped Cells: 2860
  • Yosys stat chip area: 23600 sq um
  • Xor/xnor share: 1.47%
  • Mapped Avg Cell Area: 8.27 sq um
  • Top FF cell, synth: dfxtp_1
  • Yosys top cell by area: fa_1
  • FF+latch count, synth: 167
  • Yosys Instances: 2860
  • Cell Area, Synth: 23600 sq um
  • Cell with the most instances after synthesis: inv_1
  • Synthesis warning total: 3
  • And+or+nand+nor area frac: 18.7%
  • Aoi share: 14.7%
  • Top cells by count: 467 x inv_1, 339 x fa_1, 320 x nand2_1
  • Async SR Flop Fraction: 0%

Place
  • GP Congestion: 0.955
  • Post-DP HPWL: 50900 um
  • IO Port Bufs: 37

GRT
  • Initial antenna violation count: 1
  • Met2 Usage GRT: 47.4%
  • Total GRT Usage: 30.9%
  • Largest net degree at the start of global routing: 70
  • Met1 Use GR: 45.3%
  • Grt met3 use: 10.5%
  • GR peak layer: met2
  • Vias in the first global route: 19.7k
  • First-pass GRT wire length: 108000 um
  • GRT Residual Overflow: 0

Critical path
  • Flop2flop setup slack: 3.17 ns
  • Cell family with most CP delay: adder cells
  • Worst path depth: 30
  • Worst R2R Start: rt.current_guess[4]
  • Critical path destination: rt.pow_result[10]
  • Worst reg-to-reg path cell count: 30
  • Crit path largest cell delay: 0.91 ns
  • Kind of critical path: flop to flop
  • Crit. End Element: flop
  • Buf/Inv on CP: 4
  • CP dominant cell by count: fa_1
  • Worst Setup Start Kind: flop
  • Worst EP arrival: 10.31 ns
  • Crit. Startpoint: rt.current_guess[4]
  • Worst Path Max Fanout: 23
  • Critical Path Slowest Stage Cell: dfxtp_1
  • Worst r2r dst: rt.pow_result[10]
  • Critical Path RT: 13.48 ns

Cells and area
  • Fraction of layout cells with a size suffix above 1: 4.13%
  • Synthesis-to-finish area growth: 6.39%

STA
  • Setup TNS: 0 ns
  • Max Transition Viols Final: 0
  • Fin. Hold Viols: 0
  • Final hold slack: 0.479 ns
  • Worst-Margin Slew: 1.06 ns
  • Final setup vio count: 0
  • Final Skew: 0.0105 ns
  • RSZ-0062 raised after global routing: no
  • F_max: 99.7 MHz
  • Crit share post-route: 76.0%
  • Final Critical Period: 10.03 ns
  • Slew HR: 27.5%

Power
  • Leakage power figure: 12.3 nW
  • Power per cell area: 52.7 nW/um^2
  • Worst VDD drop: 0.0940 mV

Flow run
  • OpenROAD warnings: 26
  • Maxcap violations: 0

Worst hold path
  • Worst Hold Class: flop to flop
[metal layers]
layer | routed length [um] | share of wire (%) | vias up
met5 | 0 | 0 | -
met4 | 1190 | 1.8 | 0
met3 | 5840 | 8.8 | 69
met2 | 30800 | 46 | 633
met1 | 28700 | 43 | 9436
li1 | - | - | 9122
[worst min path at each step]
stage,startpoint,endpoint,slack (ns),cells past startpoint
6_report,rt.terminate_flag,rt.current_state[1],0.48,1
5_1_grt,rt.terminate_flag,rt.current_state[1],0.49,1
4_1_cts,rt.compute_done,rt.current_state[1],0.48,1
[power breakdown]
group	total, mW	internal (mW)	leakage, nW	switching [mW]
clock network	0.542	0.332	0.298	0.209
registers	0.538	0.517	1.35	0.0209
logic	0.245	0.0678	10.7	0.177
[kinds of logic (layout without fill, tap and decap cells)]
| family | count (synthesis) | count (layout) |
|---|---|---|
| and+or+nand+nor | 887 | 887 |
| buffers and inverters | 641 | 591 |
| AOI/OAI and AO/OA | 557 | 557 |
| adders and majority gates | 546 | 546 |
| DFF | 167 | 167 |
| xor gates and xnor gates | 38 | 38 |
| muxes | 24 | 24 |
[flip-flops by register name, indices dropped and copies added (netlist names)]
name	flops
rt.pow_result	20
out_valid	1
div.current_base	20
rt.current_guess	20
div.terminate_flag	1
rt.current_state	4
rt.terminate_flag	1
div.out_data	20
div.current_state	4
div.dividend	10
out_data	20
rt.current_base	20
rt.pow_count	3
rt.out_data	20
rt.out_valid	1
rt.compute_done	1
div.out_valid	1
[cell type report]
| cell class | count | area (sq um) |
|---|---|---|
| fill | 4298 | 21400 |
| multi-input combinational | 2052 | 17900 |
| sequential | 167 | 3340 |
| inverter | 468 | 1760 |
| timing repair buffer | 92 | 778 |
| tap | 607 | 759 |
| clock buffer | 21 | 470 |
| clock inverter | 10 | 168 |
[placed cells by master (no fill, tap or decap), types with 23 or more instances in the layout]
cell             instances
a211oi_1                41
a21o_1                  42
a21oi_1                191
and2_1                 203
and3_1                  46
buf_4                   55
clkdlybuf4s50_1         36
dfxtp_1                167
fa_1                   339
ha_1                   207
inv_1                  467
mux2i_1                 23
nand2_1                320
nand3_1                 32
nor2_1                 127
nor3_1                  61
o211ai_1                27
o21a_1                  30
o21ai_0                130
xnor2_1                 24
[worst register-to-register path, delay by kind of cell (launching register included)]
| family | cells | cell delay [ns] |
|---|---|---|
| AND-OR/OR-AND | 7 | 1.86 |
| XOR/XNOR | 1 | 0.11 |
| AND/OR/NAND/NOR | 9 | 2.62 |
| buffers and inverters | 4 | 0.19 |
| adder cells (fa/ha/maj) | 9 | 4.19 |
| flip-flops | 1 | 0.91 |
[metrics by stage]
stage / setup WS (ns) / total power, mW / std cells / util (%) / cell area [sq um]
after floorplan: 5.13 / 0.690 / 2860 / - / 23600
after global placement: 3.67 / 0.786 / 3386 / 52.7 / 24500
after detailed placement: 3.46 / 0.789 / 3386 / 52.7 / 24500
after CTS: 3.40 / 1.32 / 3417 / 54.0 / 25200
after global routing: 2.70 / 1.37 / 3417 / 54.0 / 25200
final: 3.17 / 1.32 / 3417 / 54.0 / 25200
Power is estimated from default activity; no workload was simulated.
